==> flow/run.sh <==
#!/bin/bash
# OpenROAD 26Q1-2900-gdf79404cd8, Yosys 0.63+post, stock flow scripts
make -C /OpenROAD-flow-scripts/flow DESIGN_CONFIG=/design/flow/config.mk WORK_HOME=/design/flow/orfs finish
==> flow/config.mk <==
export PLATFORM = sky130hd
export DESIGN_NAME = WriteBuffer
export DESIGN_NICKNAME = WriteBuffer
export VERILOG_FILES = /design/flow/design.v
export SDC_FILE = /design/flow/constraint.sdc
export NUM_CORES = 4
export LEC_CHECK = 1
export CORE_UTILIZATION = 40
==> flow/constraint.sdc <==
current_design WriteBuffer

set clk_period 24.0
set clk_io_pct 0.2

create_clock -name clk0 -period $clk_period [get_ports {clk}]

set non_clock_inputs [all_inputs -no_clocks]
set_input_delay [expr $clk_period * $clk_io_pct] -clock clk0 $non_clock_inputs
set_output_delay [expr $clk_period * $clk_io_pct] -clock clk0 [all_outputs]
==> flow/design.v <==
`timescale 1ns / 1ps
module WriteBuffer(
    input wire clk,
    input wire rst,
    input wire duncache_i,  
    input wire wreq_i,           
    input wire [31:0] waddr_i,
    input wire [127:0] wdata_i, 
    input wire [3:0] wsel,
    output wire whit_o, 
    input wire rreq_i,           
    input wire [31:0] raddr_i,
    output wire rhit_o,
    output reg [127:0] rdata_o,
    output wire [1:0] state_o, 
    input wire AXI_valid_i,      
    output wire AXI_wen_o,
    output wire [127:0] AXI_wdata_o,
    output wire [31:0] AXI_waddr_o 
    );
    wire [127:0] wsel_expand;
    assign wsel_expand = {{32{wsel[3]}} , {32{wsel[2]}} , {32{wsel[1]}} , {32{wsel[0]}}};
    wire [31:0] waddr_align = {waddr_i[31:4], 4'b0};
    wire [31:0] raddr_align = {raddr_i[31:4], 4'b0};
    reg [127:0] FIFO_data [7:0];
    reg [31:0]  FIFO_addr [7:0];
    reg [2:0] tail;
    reg [2:0] head;
    reg [7:0] FIFO_valid;
    wire [7:0] write_hit;
    wire write_hit_head;
    wire [7:0] read_hit;
    always@(posedge clk) begin
        if(~rst) begin
            head <= 3'b0;
            tail <= 3'b0;
            FIFO_valid <= 8'b0;
        end else if(wreq_i && !write_hit) begin           
            FIFO_valid[tail] <= 1'b1;
            tail <= tail + 1'b1;
        end else if(AXI_valid_i && !duncache_i && !write_hit_head)begin
            FIFO_valid[head] <= 1'b0;
            head <= head + 1'b1;
        end else begin
            ;
        end
    end
    always@(posedge clk) begin   
        if(wreq_i) begin
            case(write_hit) 
                8'b00000001:begin FIFO_data[0] <= {(FIFO_data[0] & ~wsel_expand) | (wdata_i & wsel_expand)}; end
                8'b00000010:begin FIFO_data[1] <= {(FIFO_data[1] & ~wsel_expand) | (wdata_i & wsel_expand)}; end
                8'b00000100:begin FIFO_data[2] <= {(FIFO_data[2] & ~wsel_expand) | (wdata_i & wsel_expand)}; end
                8'b00001000:begin FIFO_data[3] <= {(FIFO_data[3] & ~wsel_expand) | (wdata_i & wsel_expand)}; end
                8'b00010000:begin FIFO_data[4] <= {(FIFO_data[4] & ~wsel_expand) | (wdata_i & wsel_expand)}; end
                8'b00100000:begin FIFO_data[5] <= {(FIFO_data[5] & ~wsel_expand) | (wdata_i & wsel_expand)}; end
                8'b01000000:begin FIFO_data[6] <= {(FIFO_data[6] & ~wsel_expand) | (wdata_i & wsel_expand)}; end
                8'b10000000:begin FIFO_data[7] <= {(FIFO_data[7] & ~wsel_expand) | (wdata_i & wsel_expand)}; end
                default:begin
                    FIFO_data[tail] <= wdata_i;
                    FIFO_addr[tail] <= waddr_align;
                end
            endcase
        end else begin
            ;
        end
    end
    for(genvar i = 0; i < 8; i = i + 1)begin
        assign write_hit[i] = (waddr_align == FIFO_addr[i] && FIFO_valid[i]) ? 1'b1 : 1'b0;
    end
    assign write_hit_head = write_hit[head] && wreq_i;
    assign whit_o = |write_hit;
    wire state_full = ~rst ? 1'b0 : 
                       (head == tail && FIFO_valid[tail] == 1'b1) ? 1'b1 : 1'b0;
    wire state_working = ~rst ? 1'b0 : 
                          FIFO_valid[head] == 1'b1 ? 1'b1 : 
                          1'b0;
    assign state_o = {state_full, state_working};
    for(genvar i = 0; i < 8; i = i + 1)begin
        assign read_hit[i] = (raddr_align == FIFO_addr[i] && FIFO_valid[i]) ? 1'b1 : 1'b0;
    end
    assign rhit_o = |read_hit;
    always@(*) begin   
        if(rreq_i) begin
            case(read_hit)
                8'b00000001:begin rdata_o = FIFO_data[0]; end
                8'b00000010:begin rdata_o = FIFO_data[1]; end
                8'b00000100:begin rdata_o = FIFO_data[2]; end
                8'b00001000:begin rdata_o = FIFO_data[3]; end
                8'b00010000:begin rdata_o = FIFO_data[4]; end
                8'b00100000:begin rdata_o = FIFO_data[5]; end
                8'b01000000:begin rdata_o = FIFO_data[6]; end
                8'b10000000:begin rdata_o = FIFO_data[7]; end
                default:begin
                    rdata_o = 32'b0;
                end
            endcase
        end else begin
            rdata_o = 32'b0;
        end
    end
    assign AXI_wen_o = (state_o == 2'b00) ? 1'b0 : 
                       AXI_valid_i ? 1'b0 : 
                       1'b1;
    assign AXI_wdata_o = FIFO_data[head];
    assign AXI_waddr_o = FIFO_addr[head];
endmodule
==> reports/metrics.csv <==
stage;metric;value;unit
yosys;synthAoiAreaFrac;9.177;%
route;first_pass_iters;10;
setup_path;crit_start;raddr_i[14];
route;ant_nets;0;
setup_path;worst_ep_required_time;19.20;ns
yosys;mux_area_share;12.88;%
finish;mostFrequentLayoutCells;1248 x edfxtp_1, 612 x nor2b_2, 482 x clkdlybuf4s50_1, 395 x nor2b_1, 351 x xnor2_1;
run;drv_cap;0;
clock_tree;clock-sinks;1265;
yosys;synth_flop_count;1265;
final_timing;relSlewSlack;32.29;%
setup_path;worstPathArrival;12.03;ns
yosys;yosysWarnings;1;
final_timing;fin_crit;16.83;ns
finish;fillCellCount;14986;
worst_hold_path;whs_path_depth;2;
placement;dpl.hpwl;148800;um
clock_tree;cts_buffers;149;
placement;placed_cell_area;0.07663;mm2
clock_tree;post_cts_buffers;0;
floorplanning;die.size.y;419.6;um
setup_path;r2r_slack;18.46;ns
worst_hold_path;hp-start;FIFO_valid[2];
placement;dp_slack;7.457;ns
yosys;synth.distinct_cells;75;
finish;regArea;0.03783;mm2
final_timing;tightest_slew;1.013;ns
global_routing;overflow;0;
yosys;syn_area_per_cell;14.71;um2
finish;layout.area.comb;0.02953;mm2
final_timing;whs;0.6446;ns
yosys;ys_seq_share;54.22;%
run;warnings;40;
clock_tree;clkLatencyLatePin;0.80;ns
clock_tree;cts_max_level;4;
power;power_density;64.92;mW/mm2
global_routing;grt_pass1_wl;349400;um
global_routing;grt_pass1_vias;47920;
clock_tree;ctsResizeCount;0;
yosys;async_flop_share;0;%
yosys;yosys.area.top_type_share;53.73;%
final_timing;final_hold_viol_count;0;
worst_hold_path;whs_endpoint;FIFO_valid[2];
route;wire_per_inst;32.79;um
status;status;completed;
final_timing;finalCritPeriodShare;70.12;%
clock_tree;cts_tree;yes;
worst_hold_path;hp-class;flop to flop;
clock_tree;cts_buffer_depth;3;
final_timing;fmax;59.43;MHz
yosys;top_logic_kind;simple AND/OR/NAND/NOR gates;
floorplanning;row_count;152;
final_timing;finalClockSkew;0.02649;ns
finish;final_area;0.08125;mm2
power;leakagePower;24.66;nW
floorplanning;die_w;419.6;um
global_routing;grt_max_degree;92;
final_timing;fin_ws;7.172;ns
setup_path;r2r_start;FIFO_addr[7][5];
floorplanning;io_pins;495;
setup_path;cp-start-kind;input port;
clock_tree;clkTransAtPathRegs;0.06;ns
yosys;area_leaders;edfxtp_1 54%, mux4_2 10%, nor2b_2 7.7%;
yosys;synth_area_leader_cell;edfxtp_1;
yosys;ys_area;0.06975;mm2
yosys;syn-cell-area;0.06975;mm2
power;ir_drop;0.07583;mV
floorplanning;fp-utilization;40.48;%
placement;gp_congestion;0.9549;
setup_path;endpoint_kind;output pin;
finish;fin_cells;7604;
route;routed_wirelength;249300;um
placement;portBuffers;482;
floorplanning;coreArea;0.1723;mm2
yosys;synth-simple-area-share;14.17;%
clock_tree;ctsHoldBuffers;0;
setup_path;critical_path_class;input port to output pin;
final_timing;final_max_slew_viol_count;0;
setup_path;path_max_fanout;38;
yosys;yosysCellCount;4741;
final_timing;setup_viol;0;
global_routing;track_usage;30.36;%
placement;dp.cells;7310;
route;drt-initial-drc-count;3458;
floorplanning;die_area;0.1761;mm2
yosys;xor_area_share;5.699;%
route;viasPerCell;6.012;
yosys;edf_count;1248;
route;num_vias;45713;
global_routing;antenna_found_initial;41;
finish;drive_gt1_share;30.03;%
finish;areaGrowthSynthToFinish;16.48;%
setup_path;rr_worst_depth;12;
route;route.detailed.drc;0;
yosys;netlist_instances;4741;
yosys;ys_sh_adder;0.1579;%
clock_tree;cts-root-buf;clkbuf_16;
yosys;flop_cell;edfxtp_1;
finish;mostFrequentLayoutCell;edfxtp_1;
final_timing;tns;0;ns
final_timing;grt_setup_unrepaired;no;
-- logic make-up (layout without fill, tap and decap cells) --
group	after synthesis	in the layout
buf+inv	431	959
compound gates	747	747
xor+xnor	453	453
mux	482	482
flops	1265	1265
fa+ha+maj	9	9
simple gates	1353	1353
other cells	1	26
-- final cells by class --
class                   instances  area share [%]
clock inverters                73          0.6668
inverters                      13         0.06006
well taps                    2310           3.557
flip-flops and latches       1265           46.56
diodes                         22         0.06776
clock buffers                 199           4.951
repair buffers                674           7.789
multi-input cells            3048           36.35
-- worst max-delay path by stage --
stage	endpoint	slack, ns	depth (start not counted)
finish	rdata_o[125]	7.17	13
global route	rdata_o[121]	7.12	13
CTS	rdata_o[121]	7.44	13
-- power breakdown --
part | leakage (nW) | switching [mW] | total, mW | internal [mW]
Clock | 2.21 | 0.925 | 2.16 | 1.23
Sequential | 11.6 | 0.0348 | 2.53 | 2.50
Combinational | 10.8 | 0.310 | 0.587 | 0.277
Total | 24.7 | 1.27 | 5.27 | 4.01
-- cell usage after synthesis (17+ instances only) --
library cell,instances
a21o_1,18
a222oi_1,128
a22o_1,128
a22oi_1,259
a31oi_1,128
a31oi_4,32
buf_1,40
buf_2,52
buf_6,104
clkbuf_1,203
dfxtp_1,17
edfxtp_1,1248
mux2_2,157
mux4_2,317
nand2_1,52
nand3_1,27
nand4_1,101
nor2_1,21
nor2b_1,395
nor2b_2,612
nor4_1,51
xnor2_1,351
xor2_1,101
-- per-layer routing --
layer,track usage (%),routed length (um),vias up
li1,-,-,19427
met1,38.51,87610,22803
met2,45.68,118000,2955
met3,16.10,32150,492
met4,10.69,11070,36
met5,1.945,483,-
-- per-stage QoR --
step	util, %	power (mW)
final	47.15	5.275
after global routing	47.15	5.429
after CTS	47.12	5.315
after detailed placement	44.47	3.165
after global placement	44.47	3.163
after floorplan	-	2.903
-- worst max-delay path, cell delays in order --
cell             delay [ns]
clkdlybuf4s50_1        0.82
xnor2_1                0.54
nand4_1                0.19
nor4_1                 0.52
nand4_1                0.46
nand4b_1               0.40
nor2_4                 0.80
buf_4                  0.68
buf_4                  0.69
buf_4                  0.71
a222oi_1               0.19
a31oi_1                0.47
clkdlybuf4s50_1        0.57
Power and IR drop assume default switching activity.
